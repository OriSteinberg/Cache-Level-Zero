--- flow/config.mk ---
export PLATFORM = sky130hd
export DESIGN_NAME = instr_cache_L0
export DESIGN_NICKNAME = instr_cache_L0
export VERILOG_FILES = /design/flow/design.v
export SDC_FILE = /design/flow/constraint.sdc
export NUM_CORES = 4
export LEC_CHECK = 1
export CORE_UTILIZATION = 40
export SYNTH_HDL_FRONTEND = slang
--- flow/constraint.sdc ---
current_design instr_cache_L0

set clk_period 49.6
set clk_io_pct 0.2

create_clock -name clk0 -period $clk_period [get_ports {clk}]

set non_clock_inputs [all_inputs -no_clocks]
set_input_delay [expr $clk_period * $clk_io_pct] -clock clk0 $non_clock_inputs
set_output_delay [expr $clk_period * $clk_io_pct] -clock clk0 [all_outputs]
--- flow/design.v ---
module cache_algo
#( 
    parameter integer LOG2_NUM_BLKS = 3
)
(
    input                            clk,
    input                            rst_n,
    input                            en_i,
    input [LOG2_NUM_BLKS - 1:0]      last_used_line_i,
    output reg                       ready_o,
    output reg [LOG2_NUM_BLKS - 1:0] rplc_line_idx_o
);
    reg                       ready_d;
    reg [LOG2_NUM_BLKS - 1:0] rplc_line_idx_d;
    always @(*) begin
        rplc_line_idx_d     = rplc_line_idx_o;
        if(en_i)
            rplc_line_idx_d = rplc_line_idx_o + 1;
    end
    always @(posedge clk, negedge rst_n) begin
        if(!rst_n) 
            rplc_line_idx_o <=  'b0;
        else 
            rplc_line_idx_o <= rplc_line_idx_d; 
    end
endmodule
module instr_cache_L0
#( 
    parameter RAM_SIZE      = 32768,                 
    parameter ADDR_WIDTH    = $clog2(RAM_SIZE) + 1,  
    parameter RAM_WIDTH     = 128,
    parameter CORE_WIDTH    = 128,
    parameter LOG2_NUM_BLKS = 3    
)
(                                     
    input  logic                  clk    , 
    input  logic                  rst_n  ,
    input  logic                  soft_rst_i  ,
    input  logic                  en_i   ,
    input  logic [31:0]           addr_i ,
    output logic [CORE_WIDTH-1:0] rdata_o,
    input  logic                  bypass_en_i,
    output logic                  rvalid_o,
    output logic                  gnt_o   ,
    output logic                  ram_en_o          ,   
    output logic [31:0]           ram_addr_o        ,     
    input  logic [RAM_WIDTH-1:0]  ram_rdata_i       ,
    input  logic                  ram_data_gnt_i    ,
    input  logic                  ram_data_rvalid_i 
);
    logic                          start_search;
    logic                          instr_rvalid;    
    logic                          new_rdata;    
    logic                          DP_rvalid;
    logic                          DP_miss;
    logic [31:0]                   DP_addr;
    logic [31:0]                   DP_addr_d;   
    logic                          rvalid;   
    logic                          rvalid_d;   
    logic                          algo_ready;   
    logic                          ALGO_en;         
    logic [LOG2_NUM_BLKS - 1:0]    algo_rplc_line_idx; 
    logic [LOG2_NUM_BLKS - 1:0]    last_used_line;
    logic [31:0]                   ram_raddr_d; 
    localparam LOG2_NUM_WORDS = $clog2(RAM_WIDTH/32);
    enum logic [2:0] { IDLE, READ_FROM_RAM, WAIT_FOR_GNT, PRE_FETCH} CS, NS;
    logic [3:0]                          access_counter;
    logic [3:0]                          access_counter_d;
    logic [31:LOG2_NUM_WORDS + 2]        last_tag;    
    logic [31:LOG2_NUM_WORDS + 2]        current_tag;    
    logic [32 - LOG2_NUM_WORDS -2 - 1:0] DP_tag; 
    instr_cache_datapath  
    #(
        .LOG2_NUM_BLKS   ( LOG2_NUM_BLKS      ),
        .RAM_WIDTH       ( RAM_WIDTH          ),
        .CORE_WIDTH      ( CORE_WIDTH         )
    )
    cache_datapath_i 
    (
        .clk             ( clk                ), 
        .rst_n           ( rst_n              ), 
        .soft_rst_i      ( soft_rst_i | bypass_en_i ), 
        .search          ( start_search       ), 
        .new_rvalid_i    ( instr_rvalid       ),   
        .new_rdata_i     ( new_rdata          ),   
        .data_ready_o    ( DP_rvalid          ), 
        .miss_o          ( DP_miss            ),  
        .addr_i          ( DP_addr            ), 
        .data_i          ( ram_rdata_i        ), 
        .tag_d_i         ( DP_tag             ),
        .rplc_line_idx   ( algo_rplc_line_idx ),                 
        .addr_found_line ( last_used_line     ),              
        .data_o          ( rdata_o            )
    );                          
    cache_algo      
    #(
        .LOG2_NUM_BLKS    ( LOG2_NUM_BLKS      )
    )
    cache_algo_i 
    (
        .clk              ( clk                ), 
        .rst_n            ( rst_n              ), 
        .en_i             ( ALGO_en            ), 
        .last_used_line_i ( last_used_line     ), 
        .rplc_line_idx_o  ( algo_rplc_line_idx ),   
        .ready_o          ( algo_ready         )                    
    );
    assign rvalid_o = rvalid_d | instr_rvalid;
    always_comb begin
        start_search   = 1'b0;
        instr_rvalid   = 1'b0;
        new_rdata      = 1'b0;
        ram_en_o       = 1'b0;
        rvalid         = 1'b0;
        ALGO_en        = 1'b0;
        gnt_o          = 1'b0;
        DP_addr        = DP_addr_d;
        ram_addr_o     = ram_raddr_d;     
        access_counter = access_counter_d;
        current_tag    = last_tag;
        DP_tag         = last_tag;
        if( !bypass_en_i ) begin
            case(CS)
                IDLE:
                begin
                    if(en_i) begin
                        start_search = 1'b1;
                        gnt_o        = 1'b1;
                        DP_addr      = addr_i;
                        current_tag  = addr_i[31:LOG2_NUM_WORDS + 2];
                        if(last_tag == current_tag) begin
                            access_counter = access_counter_d + 1;
                            if(access_counter == (RAM_WIDTH/32)/2+1) begin
                                ram_addr_o = {current_tag + 1, {LOG2_NUM_WORDS + 2{1'b0}}};
                                ram_en_o   = 1'b1;
                            end
                        end else 
                            access_counter = 'b0;
                        if(DP_miss) begin
                            ram_addr_o = addr_i;
                            ram_en_o     = 1'b1;
                        end else
                            rvalid     = 1'b1;     
                    end
                end   
                PRE_FETCH:
                begin
                    if(ram_data_rvalid_i) begin
                        DP_tag    = last_tag + 1;
                        new_rdata = 1'b1;
                        ALGO_en   = 1'b1;
                    end
                    if(en_i) begin
                        start_search = 1'b1;
                        gnt_o        = 1'b1;
                        DP_addr      = addr_i;
                        current_tag  = addr_i[31:LOG2_NUM_WORDS + 2];
                        if(last_tag == current_tag) 
                            access_counter = access_counter_d + 1;
                        else 
                            access_counter = 'b0;
                        if(DP_miss) begin
                            ram_addr_o = addr_i;
                            ram_en_o     = 1'b1;
                        end else
                            rvalid     = 1'b1;     
                    end
                end   
                READ_FROM_RAM:
                begin
                    if(ram_data_rvalid_i) begin
                        instr_rvalid = 1'b1;
                        new_rdata    = 1'b1;
                        ALGO_en      = 1'b1;
                        if(en_i) begin
                            start_search = 1'b1;
                            gnt_o        = 1'b1;
                            DP_addr      = addr_i;
                            current_tag  = addr_i[31:LOG2_NUM_WORDS + 2];
                            if(last_tag == current_tag) begin
                                access_counter = access_counter_d + 1;
                                if(access_counter == (RAM_WIDTH/32)/2+1) begin
                                    ram_addr_o = {current_tag + 1, {LOG2_NUM_WORDS + 2{1'b0}}};
                                    ram_en_o   = 1'b1;
                                end
                            end else 
                                access_counter = 'b0;
                            if(DP_miss) begin
                                ram_addr_o = addr_i;
                                ram_en_o     = 1'b1;
                            end else
                                rvalid     = 1'b1;     
                        end
                    end
                end   
                WAIT_FOR_GNT: ram_en_o = 1'b1;
            endcase
        end   
    end
    always_comb begin
        NS = CS;
        if( bypass_en_i )  
            NS = IDLE;
        else begin
            case(CS)
                IDLE: 
                begin
                    if(access_counter == (RAM_WIDTH/32)/2+1)
                        NS = PRE_FETCH;
                    else if(DP_miss) begin
                        if(ram_data_gnt_i)
                            NS = READ_FROM_RAM;
                        else
                            NS = WAIT_FOR_GNT;
                    end
                end
                PRE_FETCH: 
                begin
                    if(DP_miss) begin
                        if(ram_data_gnt_i)
                            NS = READ_FROM_RAM;
                        else
                            NS = WAIT_FOR_GNT;
                    end else
                        NS = IDLE;
                end
                WAIT_FOR_GNT:
                begin
                    if(ram_data_gnt_i)
                        NS = READ_FROM_RAM;
                end
                READ_FROM_RAM:  
                begin
                    if(ram_data_rvalid_i) begin
                        NS = IDLE;
                        if(DP_miss) begin
                            if(ram_data_gnt_i)
                                NS = READ_FROM_RAM;
                            else
                                NS = WAIT_FOR_GNT;
                        end
                    end
                end
                default: NS = IDLE;
            endcase
        end   
    end
    always @(posedge clk, negedge rst_n) begin
        if(!rst_n) begin
            CS               <= IDLE; 
            DP_addr_d        <= 32'b0;
            ram_raddr_d      <= 32'b0;
            rvalid_d         <= 1'b0;
            last_tag         <= 'b0;
            access_counter_d <= 'b0;
        end
        else begin
            CS               <= NS;
            DP_addr_d        <= DP_addr;        
            ram_raddr_d      <= ram_addr_o;        
            rvalid_d         <= rvalid;        
            last_tag         <= current_tag;        
            access_counter_d <= access_counter;
        end
    end
endmodule
module instr_cache_datapath 
   #( 
    parameter integer LOG2_NUM_BLKS = 3,        
    parameter integer RAM_WIDTH     = 128,
    parameter integer CORE_WIDTH    = 128
   )				  
   (				
    input  logic                       clk,
	input  logic                       rst_n,
	input  logic                       soft_rst_i,
    input  logic                       search,          
    input  logic                       new_rvalid_i,    
    input  logic                       new_rdata_i,     
    input  logic [31:0]                addr_i,          
	input  logic [RAM_WIDTH - 1:0]     data_i,          
	input  logic [LOG2_NUM_BLKS - 1:0] rplc_line_idx,   
	input  logic [32 - $clog2(RAM_WIDTH/32) -2 - 1:0] tag_d_i, 
	output logic                       data_ready_o,
    output logic                       miss_o,
	output logic [CORE_WIDTH - 1:0]    data_o,
    output logic [LOG2_NUM_BLKS - 1:0] addr_found_line
);	
    localparam NUM_BLKS = 2**LOG2_NUM_BLKS;
    localparam WORDS_IN_BLOCK = RAM_WIDTH/32;
    localparam LOG2_WORDS_IN_BLOCK = $clog2(WORDS_IN_BLOCK);
    logic                                     data_ready_d;
    logic                                     hit;
	logic [NUM_BLKS-1:0]                      cache_vld;
	logic [NUM_BLKS-1:0]                      cache_vld_d;
    logic [WORDS_IN_BLOCK-1:0][31:0]          cache_arr   [0:NUM_BLKS-1] ;
    logic [WORDS_IN_BLOCK-1:0][31:0]          cache_arr_d [0:NUM_BLKS-1] ;
	logic [32 - LOG2_WORDS_IN_BLOCK -2 - 1:0] cache_arr_tag   [NUM_BLKS-1:0];  
	logic [32 - LOG2_WORDS_IN_BLOCK -2 - 1:0] cache_arr_tag_d [NUM_BLKS-1:0]; 	
    logic [LOG2_NUM_BLKS-1:0]                 addr_found_line_d;
	logic [32 - LOG2_WORDS_IN_BLOCK -2 - 1:0] tag;                             
	logic [32 - LOG2_WORDS_IN_BLOCK -2 - 1:0] tag_d;                           
	logic [LOG2_WORDS_IN_BLOCK - 1:0]         offset;                          
	logic [LOG2_WORDS_IN_BLOCK - 1:0]         offset_d;                       
    logic [LOG2_NUM_BLKS-1:0]                 match_indx;
    logic [NUM_BLKS-1:0]                      j;     
	assign {tag, offset} = addr_i[31:2];         
    if(CORE_WIDTH == 128)
        assign data_o = (new_rvalid_i == 0)? cache_arr[addr_found_line]:
                                               cache_arr_d[rplc_line_idx];
    else if (CORE_WIDTH == 32)
        assign data_o = (new_rvalid_i == 0)? cache_arr[addr_found_line][offset_d]:
                                               cache_arr_d[rplc_line_idx][offset_d];
    genvar i;  
    generate
        wire [NUM_BLKS-1:0] match;
        for(i = 0; i < NUM_BLKS; i = i+1) begin: gen_comp
            assign match[i] = ~|(tag^cache_arr_tag[i]);   
        end         
    endgenerate
    always @* begin
        hit               = 1'b0;
        data_ready_d      = 1'b0;
        miss_o            = 1'b0; 
        addr_found_line_d = addr_found_line;        
        cache_vld_d       = cache_vld;
        cache_arr_d       = cache_arr;
        cache_arr_tag_d   = cache_arr_tag;        
        match_indx        = 'b0;
        for(j = 0; j < NUM_BLKS; j = j+1) 
            if (match[j]==1 && !match_indx) 
                match_indx = j;
        if(soft_rst_i)
            cache_vld_d = '{default:'b00};
        else if(search) begin  
            if(new_rdata_i) begin  
                if(tag == tag_d_i) begin                     
                    addr_found_line_d = rplc_line_idx;
                    hit               = 1'b1;
                end else if(match_indx == rplc_line_idx)     
                    hit = 1'b0;     
                else begin
                    addr_found_line_d = match_indx;          
                    hit               = |match && cache_vld[match_indx];
                end
            end else begin
                addr_found_line_d = match_indx;            
                hit               = |match && cache_vld[match_indx];   
            end
            miss_o       = ~hit;  
            data_ready_d = hit;
        end   
        if(new_rdata_i) begin  
            cache_arr_d[rplc_line_idx]     = data_i;
            cache_arr_tag_d[rplc_line_idx] = tag_d_i;
            cache_vld_d[rplc_line_idx]     = 1'b1; 
        end	      
    end
    always @(posedge clk, negedge rst_n) begin
        if(! rst_n) begin    
            data_ready_o    <= 1'b0;
            offset_d        <= 'b0;
            tag_d           <= 'b0;
            addr_found_line <= '{default:'b00};
            cache_vld       <= '{default:'b00};
            cache_arr       <= '{default:'b00};
            cache_arr_tag   <= '{default:'b00};     
        end
        else begin
            data_ready_o    <= data_ready_d;
            offset_d        <= offset;
            tag_d           <= tag;
            addr_found_line <= addr_found_line_d;        
            cache_vld       <= cache_vld_d;
            cache_arr       <= cache_arr_d;
            cache_arr_tag   <= cache_arr_tag_d; 
        end
    end
endmodule
--- flow/run.sh ---
#!/bin/bash
# OpenROAD 26Q1-2900-gdf79404cd8, Yosys 0.63+post, stock flow scripts
make -C /OpenROAD-flow-scripts/flow DESIGN_CONFIG=/design/flow/config.mk WORK_HOME=/design/flow/orfs finish
==> impl_metrics.py <==
# Flow results
metrics = {
    "placed_design": {
        "detailed_place_hpwl_mm": 144,
        "dpl_ws_ps": 21530,
        "portBuffers": 329,
        "place.gp.congestion": 0.980,
    },
    "timing": {
        "max_clock_freq_mhz": 35.4,
        "post_route_fraction_of_the_period_consumed_by_the_critical_path_pct": 57.0,
        "final_setup_vio_count": 0,
        "final-max-slew-violation-count": 0,
        "finalCriticalPeriod_ps": 28260,
        "rsz_0062_raised_after_global_routing": "no",
        "final_hold_violation_count": 0,
        "worst-slew-pin-transition_ps": 958,
        "hold-worst-slack_ps": 495,
        "worst_clock_skew_ps": 75.7,
        "timing.setup.tns_ps": 0,
        "timing.max_slew.rel_slack_pct": 34.5,
        "fin_ws_ps": 21340,
    },
    "floorplan": {
        "coreArea_sq_um": 184000,
        "fp.dieH_um": 433,
        "ios": 330,
        "cell_rows": 157,
        "fp.dieArea_sq_um": 187000,
        "die_width_um": 433,
        "floorplan.core_util_pct": 40.4,
    },
    "clock_network": {
        "post_cts_hold_buffer_count": 0,
        "tritoncts_clock_tree": "done",
        "cts_num_sinks": 1359,
        "total_setup_buffers_inserted_after_cts": 0,
        "cts.repair.resized": 0,
        "worst_skew_pair.late_latency_ps": 830,
        "numCtsBuffers": 158,
        "htreeDepth": 4,
        "cts_max_path_buffers": 3,
        "clock_tree.root_cell": "clkbuf_16",
        "clkTransAtPathRegs_ps": 60,
    },
    "pwr": {
        "vdd.ir_drop.worst_mv": 0.0306,
        "power_leakage_nw": 38.7,
        "power.sequential.fraction_pct": 40.2,
        "power.combinational.fraction_pct": 22.0,
        "intPower_mw": 2.16,
        "net_switching_power_of_the_design_mw": 0.937,
        "proportion_of_power_drawn_by_the_clock_network_pct": 37.9,
        "swShare_pct": 30.2,
        "power.density_nw_per_um2": 36.2,
    },
    "layout": {
        "fin_util_pct": 46.6,
        "final_layout_top_logic_cell": "dfrtp_1",
        "layout_top_cells": "dfrtp_1 (1352), mux2_2 (1051), nand2_1 (586), mux4_2 (460), a21oi_1 (383)",
        "signed_area_change_from_the_synthesized_netlist_to_the_final_layout_pct": 15.4,
        "fillCellCount": 16000,
        "drive_above_1_share_pct": 33.2,
    },
    "detailed_routing": {
        "wl_mm": 232,
        "avgRoutedWirePerCell_um": 26.3,
        "postRouteAntennaNets": 0,
        "first_iter_violations": 3957,
        "detailroute.via_count": 52300,
        "drt_first_pass_iters": 10,
        "via_per_inst": 5.91,
        "post-route-drc-count": 0,
    },
    "flow_run": {
        "openroad.warnings": 36,
        "max_cap_viol_count": 0,
    },
    "critical_path": {
        "worstSetupStartpointType": "input pin",
        "critical-path-max-stage-delay_ps": 780,
        "crit_path_frequent_cell": "buf_4",
        "path_max_fanout": 53,
        "ff2ff_setup_slack_ps": 41700,
        "worst_ep_arrival_time_ps": 18340,
        "cpMaxStageDelayCell": "clkdlybuf4s50_1",
        "timing.critical_path.required_ps": 39680,
        "crit_type": "in -> out",
        "crit_path_end_kind": "output pin",
        "path_cells": "clkdlybuf4s50_1 > a211o_2 > buf_4 > nand2_1 > inv_2 > buf_4 > buf_4 > a222oi_1 > a2111oi_0 > nand4_1 > nor4_1 > o211ai_1 > or3b_1 > a41o_1 > a2111oi_4 > a21oi_4 > buf_4 > o21ai_2 > a211oi_1 > o22ai_1 > clkdlybuf4s50_1",
    },
    "global_route": {
        "largest_net_degree_at_the_start_of_global_routing": 125,
        "tot_gr_track_use_pct": 26.3,
        "number_of_antenna_violations_at_the_first_check_in_global_routing": 28,
        "first_pass_grt_wire_length_mm": 353,
        "grt_pass1_vias": 55100,
        "grt_remaining_overflow": 0,
    },
    "min_path": {
        "hold_path_class": "reg -> reg",
    },
    "yosys": {
        "ys_types": 80,
        "async_reset_ff_share_pct": 100,
        "syn_area_per_cell_sq_um": 12.2,
        "flop_cell": "dfrtp_1",
        "post_synth_fa_ha_maj_area_fraction_pct": 0.0843,
        "synth.logic.top_family": "multiplexers",
        "yosys.stat.chipArea_sq_um": 74200,
        "post_synth_xor_area_fraction_pct": 2.29,
        "synth-cells-yosys": 6063,
        "synth-edff-count": 0,
        "ys_sh_aoi_pct": 8.38,
        "mux_share_pct": 31.3,
        "ys_seq_elements": 1359,
        "synthesis.yosys.warnings": 0,
        "simple_gate_area_share_of_the_yosys_netlist_pct": 9.25,
        "post_synth_inst_count": 6063,
        "synth.yosys.seq_area_share_pct": 45.8,
        "synthesis.area_sq_um": 74200,
    },
    "status": {
        "status": "finished clean",
    },
}
cells in the mapped netlist (all sizes together), types with 25 or more instances:
cell type,count,area [sq um]
nand4,33,206
mux2,1051,11800
a22o,45,394
a222oi,82,821
a2111oi,25,246
nand2b,112,701
a221oi,26,228
mux4,460,10400
inv,30,113
and2,175,1090
or2,115,719
clkbuf,350,1310
nand3,34,175
a21oi,384,1930
nand2,587,2210
dfrtp,1358,34000
nor4,35,246
o31ai,36,360
mux2i,107,1070
xnor2,115,1010
nor2,155,582
and3,34,213
xor2,79,692
buf,148,681
o21ai,232,1180
or3,40,250
a31oi,60,375
path summary, 6_finish.rpt:
check                                                    startpoint  depth (start not counted)                                   to
worst max-delay path                              ram_data_rvalid_i                         21                       ram_addr_o[26]
worst min-delay path            cache_datapath_i.cache_arr_tag[109]                          2  cache_datapath_i.cache_arr_tag[109]
worst max register to register                                CS[3]                         19                      ram_raddr_d[26]
worst min register to register  cache_datapath_i.cache_arr_tag[109]                          2  cache_datapath_i.cache_arr_tag[109]
max in group asynchronous                                     rst_n                          7      cache_datapath_i.cache_arr[178]
min in group asynchronous                                     rst_n                          1      cache_datapath_i.cache_arr[350]
metal layers:
layer / global-route usage, % / up-vias / part of all wire (%)
met5: 0 / - / 0.079
met4: 8.85 / 30 / 4.1
met3: 8.68 / 473 / 8.8
met2: 39.7 / 2025 / 47
li1: - / 22900 / -
met1: 37.1 / 26800 / 40
stage by stage:
step,total power [mW],std cells,cell area (sq um)
after detailed placement,1.95,8540,80400
after global placement,1.94,8540,80400
after global routing,3.24,8833,85700
after floorplan,1.68,6063,74200
final,3.10,8836,85700
after CTS,3.13,8826,85600
cells by family after synthesis:
logic type / Yosys count
compound gates: 973
xor+xnor: 194
fa+ha+maj: 5
buf+inv: 529
flops: 1359
mux: 1618
simple gates: 1385
flip-flops by register name, indices dropped and copies added, names as in the netlist:
name	flops
CS	4
cache_datapath_i.cache_vld	8
last_tag	28
access_counter_d	4
cache_datapath_i.addr_found_line	3
cache_algo_i.rplc_line_idx_o	3
ram_raddr_d	32
cache_datapath_i.cache_arr_tag	224
cache_datapath_i.cache_arr	1024
rvalid_d	1
DP_addr_d	28
final cells by class:
| type | count | area [sq um] | area share [%] |
|---|---|---|---|
| Tap cell | 2464 | 3080 | 3.60 |
| Clock buffer | 245 | 4670 | 5.45 |
| Timing Repair Buffer | 511 | 4800 | 5.61 |
| Sequential cell | 1359 | 34000 | 39.7 |
| Inverter | 31 | 124 | 0.145 |
| Multi-Input combinational cell | 4175 | 38300 | 44.7 |
| Clock inverter | 41 | 612 | 0.714 |
| Antenna cell | 10 | 25.0 | 0.0292 |
worst max-delay path: cells and delay by family:
kind | cells | cell delay [ps]
buf+inv | 7 | 3440
compound gates | 10 | 3060
simple gates | 4 | 1840
power by group through the flow:
stage | combinational [mW] | clock (mW) | sequential, mW
4_1_cts | 0.685 | 1.20 | 1.25
5_1_grt | 0.735 | 1.25 | 1.25
6_report | 0.682 | 1.17 | 1.25
Power is estimated from default activity; no workload was simulated.
