===== /design/flow/run.sh =====
#!/bin/bash
# OpenROAD 26Q1-2900-gdf79404cd8, Yosys 0.63+post, stock flow scripts
make -C /OpenROAD-flow-scripts/flow DESIGN_CONFIG=/design/flow/config.mk WORK_HOME=/design/flow/orfs finish

===== /design/flow/config.mk =====
export PLATFORM = sky130hd
export DESIGN_NAME = cache_LRU
export DESIGN_NICKNAME = cache_LRU
export VERILOG_FILES = /design/flow/design.v
export SDC_FILE = /design/flow/constraint.sdc
export NUM_CORES = 4
export LEC_CHECK = 1
export CORE_UTILIZATION = 50
export SYNTH_HDL_FRONTEND = slang

===== /design/flow/design.v =====
module cache_LRU
#( 
    parameter integer LOG2_NUM_BLKS = 3
)
(
    input                            clk,
    input                            rst_n,
    input                            en_i,
    input [LOG2_NUM_BLKS - 1:0]      last_used_line_i,
    output reg                       ready_o,
    output reg [LOG2_NUM_BLKS - 1:0] rplc_line_idx_o
);
    localparam NUM_LINES = 2**LOG2_NUM_BLKS;
    enum logic [2:0] { IDLE, WORK} CS, NS;
    logic [NUM_LINES-1:0]       LRU_tbl   [0:NUM_LINES-1];
    logic [NUM_LINES-1:0]       LRU_tbl_d [0:NUM_LINES-1];
    logic [LOG2_NUM_BLKS : 0]   j, k;
    logic [LOG2_NUM_BLKS : 0]   match_indx;
    logic                       match_flag;
    logic [LOG2_NUM_BLKS - 1:0] rplc_line_idx_d;
    genvar i;  
    generate
        wire [NUM_LINES-1:0] match;       
        for(i = 0; i < NUM_LINES; i = i+1) begin: ix_compare
            assign match[i] = ~|(LRU_tbl[i]);        
        end         
    endgenerate
    assign rplc_line_idx_d = match_indx;  
    always @(*) begin
        LRU_tbl_d  = LRU_tbl;
        match_flag = 1'b0;
        match_indx =  'b0;
        for(k = 0; k < NUM_LINES; k = k+1) 
            if (match[k] == 1 & match_flag == 0) begin
                match_indx = k;
                match_flag = 1'b1;
            end
        if(en_i) begin
            LRU_tbl_d[last_used_line_i] = '{default:'b1};      
            for(j = 0; j < NUM_LINES; j = j+1)
                LRU_tbl_d[j][last_used_line_i] = 1'b0;
        end                  
    end
    always @(posedge clk) begin
        if(!rst_n) begin
            LRU_tbl         <= '{default:'b00};
            rplc_line_idx_o <= 'b0;
        end else begin
            LRU_tbl         <= LRU_tbl_d;
            rplc_line_idx_o <= rplc_line_idx_d;
        end
    end
endmodule

===== /design/flow/constraint.sdc =====
current_design cache_LRU

set clk_period 1.7
set clk_io_pct 0.2

create_clock -name clk0 -period $clk_period [get_ports {clk}]

set non_clock_inputs [all_inputs -no_clocks]
set_input_delay [expr $clk_period * $clk_io_pct] -clock clk0 $non_clock_inputs
set_output_delay [expr $clk_period * $clk_io_pct] -clock clk0 [all_outputs]

==> impl_metrics.ini <==
; generated from flow reports
[clock_tree]
htreeDepth = 3
clock_insertion_delay_worst_skew_ns = 0.34
clk_root_buffer_cell = sky130_fd_sc_hd__clkbuf_8
clock_sink_count = 67
post_cts_hold_buffer_count = 0
cts_max_path_buffers = 2
number_of_cts_inserted_buffers = 9
clk_transition_reported_paths_ns = 0.07
cts_setup_buffers = 0
cts_resized = 0
cts_tree = yes

[logic_synthesis]
cell_count_after_synthesis = 262
synth.yosys.chip_area_mm2 = 0.00224
number_of_enable_flip_flop_cells = 0
post_synth_most_frequent_cells = sky130_fd_sc_hd__nor2_1, sky130_fd_sc_hd__dfxtp_1, sky130_fd_sc_hd__a21oi_1
synth_top_cell_by_count = sky130_fd_sc_hd__nor2_1
synthDominantCellAreaShare_pct = 59.9
yosys.cell_types.count = 25
netlist_top_cells_area = sky130_fd_sc_hd__dfxtp_1, sky130_fd_sc_hd__nor2_1, sky130_fd_sc_hd__or4_1
syn_area_per_cell_um2 = 8.55
synth-async-reset-ratio_pct = 0
yosys_warnings = 1
number_of_standard_cells_reported_by_yosys = 262
synthDominantAreaCellType = sky130_fd_sc_hd__dfxtp_1
synth.yosys.seq_area_share_pct = 59.9
combined_area_of_all_synthesized_cells_mm2 = 0.00224
yosys_register_bits = 67
yosys_most_used_dff = sky130_fd_sc_hd__dfxtp_1

[setup_path]
cp-start-kind = flip-flop
cp.arrival_ns = 1.75
worst_ep_required_time_ns = 1.93
worst_setup_path_end_kind = flip-flop
worstSetupPathType = flip-flop to flip-flop
critPathMaxFanout = 2

[final_timing]
timing.clock.skew_ns = 0.00479
period_needed_ns = 1.52
rsz_0062_raised_after_global_routing = no
report.final.setup_viol = 0
worst_slew_margin_rel_pct = 65.3
setup_tns_ns = 0
final-hold-violation-count = 0
max_slew.worst_pin.slew_ns = 0.516
fmax_mhz = 656
final_min_period_over_clock_period_pct = 89.7
finalHoldWorstSlack_ns = 0.424
setup_ws_ns = 0.176
final-max-slew-violation-count = 0

[grt]
grt_pass1_vias = 1597
maximum_number_of_pins_on_one_net_before_global_route_repair = 12
grt_pass1_wl_um = 7620
gr-total-overflow = 0
initial_antenna_violation_count = 0
groute.usage.overall_pct = 23.6

[detailed_routing]
drc = 0
number_of_optimization_iterations_in_the_first_detailed_route_pass = 4
detail_route.wirelength_um = 4770
num_vias = 1702
final_antenna_net_count = 0
post_drt_via_cell_ratio = 4.86
wl_per_cell_um = 13.6
drtIter0Drc = 71
count_of_inserted_antenna_diode_cells = 0

[hold_path]
hp-class = flip-flop to flip-flop

[placement]
pre_cts_setup_slack_ns = -0.0679
port_buf_inserts = 8
gp_routability_congestion = 0.827
numPlacedInstances = 334
post-dp-hpwl_um = 3460

[job]
number_of_warnings_in_the_stage_logs = 26
max_cap_violations = 0

[floorplanning]
height_of_the_die_um = 68.9
ios = 10
dieArea_mm2 = 0.00475
core-area_mm2 = 0.00414
initial_core_util_pct = 54.1
width_of_the_die_um = 68.9
std_cell_rows = 23

[pwr]
combinationalPowerShare_pct = 9.0
power.sequential.fraction_pct = 51.3
clockPowerShare_pct = 39.7
p_int_w = 0.00246
ir_drop_v = 0.000676
net-switching-power_w = 0.000748
leakagePower_nw = 1.12
switching_share_pct = 23.3
p_per_area_mw_per_mm2 = 1180

[cells_and_area]
drive_gt1_share_pct = 14.0
post_layout_nonfiller_instances = 350
syn2layout_area_growth_pct = 21.0

[run_status]
status = finished clean
## kinds of logic after synthesis
kind of cell	Yosys count	share of synthesized area, %
and+or+nand+nor	156	30.9
buffers and inverters	16	3.29
AOI/OAI and AO/OA	22	5.81
other	1	0.167
DFF	67	59.9
## metal layers
layer	GRT usage [%]	vias up	part of all wire (%)
li1	-	916	-
met1	37.7	744	54
met2	34.0	35	41
met3	6.17	7	4.4
met4	3.57	0	1.0
met5	0	-	0
## critical path: stages, from the launching register on
cell and delay (ns):
sky130_fd_sc_hd__dfxtp_1 0.31, sky130_fd_sc_hd__or4_1 0.55, sky130_fd_sc_hd__o21ai_1 0.22, sky130_fd_sc_hd__nand2b_1 0.16, sky130_fd_sc_hd__and3b_1 0.17
## power groups by stage
stage	clock network [W]	logic, W	registers, W
after CTS	0.00130	0.000289	0.00165
after global routing	0.00137	0.000323	0.00165
final	0.00127	0.000288	0.00165
## layout make-up
type	count	area, µm²
repair buffers	30	258
fillers	337	1430
inverters	8	30.0
flip-flops and latches	67	1340
well taps	50	62.6
clock inverters	5	52.6
multi-input cells	179	826
clock buffers	11	141
## cells in the final DEF (no fill, tap or decap), types with 5 or more instances in the layout
cell type	netlist	layout
sky130_fd_sc_hd__nor2_1	122	122
sky130_fd_sc_hd__dfxtp_1	67	67
sky130_fd_sc_hd__buf_4	2	21
sky130_fd_sc_hd__clkbuf_8	0	10
sky130_fd_sc_hd__a21oi_1	9	9
sky130_fd_sc_hd__inv_1	8	8
sky130_fd_sc_hd__clkdlybuf4s50_1	0	8
sky130_fd_sc_hd__o21ai_1	7	7
sky130_fd_sc_hd__nor4_1	7	7
sky130_fd_sc_hd__or4_1	7	7
sky130_fd_sc_hd__nand2b_1	6	6
sky130_fd_sc_hd__nand2_1	5	5
## worst paths after layout
path                                   from                 end  slack (ns)  depth (start not counted)
worst max-delay path            LRU_tbl[59]  rplc_line_idx_o[2]        0.18                          4
worst max register to register  LRU_tbl[59]  rplc_line_idx_o[2]        0.18                          4
worst min register to register   LRU_tbl[7]          LRU_tbl[7]        0.42                          2
worst min-delay path             LRU_tbl[7]          LRU_tbl[7]        0.42                          2
## stage by stage
stage,util [%],cell area [µm²],power (W)
after floorplan,-,2240,0.00185
after global placement,60.7,2520,0.00197
after detailed placement,60.7,2520,0.00197
after CTS,65.4,2710,0.00324
after global routing,65.4,2710,0.00334
final,65.4,2710,0.00321
Power and IR drop assume default switching activity.
